### flow/design.v
module reset
(
	input  wire clk_fpga,
	input  wire clk_24mhz,
	input  wire init,
	output reg  init_in_progress,
	output wire zxbus_rst_n,
	output reg    rom_rst_n,
	output reg    z80_rst_n,
	output reg  z80_busrq_n,
	input  wire z80_busak_n
);
parameter RST_CNT_SIZE = 8;
	reg [RST_CNT_SIZE:0] poweron_rst_cnt;
	reg [RST_CNT_SIZE:0] rz_rst_cnt;
	wire poweron_rst_n = poweron_rst_cnt[RST_CNT_SIZE];
	wire rz_rst_n = rz_rst_cnt[RST_CNT_SIZE];
	reg z80_rst2;
	reg [1:0] z80_halted;
	initial
		poweron_rst_cnt <= 'd0;
	always @(posedge clk_24mhz)
	if( !poweron_rst_n )
		poweron_rst_cnt <= poweron_rst_cnt + 'd1;
	assign zxbus_rst_n = poweron_rst_n;
	always @(posedge clk_24mhz, negedge poweron_rst_n)
	if( !poweron_rst_n )
		rz_rst_cnt <= 'd0;
	else if( init )
		rz_rst_cnt <= 'd0;
	else if( !rz_rst_n )
		rz_rst_cnt <= rz_rst_cnt + 'd1;
	always @(posedge clk_fpga, negedge rz_rst_n)
	if( !rz_rst_n )
	begin
		z80_rst_n <= 1'b0;
		z80_rst2  <= 1'b0;
	end
	else
	begin
		z80_rst_n <= z80_rst2;
		z80_rst2  <= 1'b1;
	end
	always @(posedge clk_fpga, negedge z80_rst_n)
	if( !z80_rst_n )
		z80_busrq_n <= 1'b1;
	else
		z80_busrq_n <= 1'b0;
	always @(posedge clk_24mhz, negedge rz_rst_n)
	if( !rz_rst_n )
		z80_halted <= 2'b00;
	else
		z80_halted[1:0] <= {z80_halted[0], ~z80_busak_n};
	always @(posedge clk_24mhz, negedge rz_rst_n)
	if( !rz_rst_n )
	begin
		rom_rst_n        <= 1'b0;
		init_in_progress <= 1'b1;
	end
	else if( z80_halted[1] )
	begin
		rom_rst_n        <= 1'b1;
		init_in_progress <= 1'b0;
	end
endmodule
### flow/run.sh
#!/bin/bash
# OpenROAD 26Q1-2900-gdf79404cd8, Yosys 0.63+post, stock flow scripts
make -C /OpenROAD-flow-scripts/flow DESIGN_CONFIG=/design/flow/config.mk WORK_HOME=/design/flow/orfs finish
### flow/config.mk
export PLATFORM = sky130hd
export DESIGN_NAME = reset
export DESIGN_NICKNAME = reset
export VERILOG_FILES = /design/flow/design.v
export SDC_FILE = /design/flow/constraint.sdc
export NUM_CORES = 4
export LEC_CHECK = 1
export CORE_AREA = 10 10 96 96
export DIE_AREA = 0 0 106 106
### flow/constraint.sdc
current_design reset

set clk_period 1.3
set clk_io_pct 0.2

create_clock -name clk0 -period $clk_period [get_ports {clk_24mhz}]
create_clock -name clk1 -period $clk_period [get_ports {clk_fpga}]

set non_clock_inputs [all_inputs -no_clocks]
set_input_delay [expr $clk_period * $clk_io_pct] -clock clk0 $non_clock_inputs
set_output_delay [expr $clk_period * $clk_io_pct] -clock clk0 [all_outputs]
==> qor.yml <==
die:
  rows: 31
  die_h_um: 106
  core_area_um2: 7210
  initCoreUtil: 0.142
  ios: 9
  die_width_um: 106
  chipArea_um2: 11200
detailed_routing:
  first_pass_iters: 4
  top_layer_used: "met4"
  drt_iter0_drc: 35
  antenna_cells: 0
  wl_met3_um: 72
  drc: 0
  wl_per_cell_um: 7.98
  route.met2.wl_um: 709
  ant_nets: 0
  wl_met1_um: 791
  via_per_inst: 3.15
  num_vias: 634
  wl_um: 1600
sta:
  hold_viol_final: 0
  final-setup-viol-count: 0
  rsz0062_at_grt: "no"
  slew_violations: 0
  layout_setup_ws_ps: 66.0
  setup_tns_ps: 0
  clock_skew_ps: 2.50
global_routing:
  grt_pass1_wl_um: 2900
  grt_max_degree: 13
  antenna_found_initial: 0
  grt_usage: 0.0298
  grt-ovfl-total: 0
  grt_pass1_vias: 632
critical_path:
  cp.arrival_ps: 970
  critPathLaunchType: "flop"
  crit_type: "flop to primary output"
  crit_chain: "dlygate4sd2_1"
  critPathMaxStageDelay_ps: 520
  critPathCaptureType: "primary output"
  crit_fanout: 2
  critPathSlowestCell: "dfstp_2"
  cpLargestDelayFamily: "flip-flops"
  worst-path-buf-inv: 1
  reg2regPathDepth: 4
  cp.required_ps: 1040
  worstSetupPathDepth: 1
layout:
  final_cell_mix: "13 x dfrtp_1, 9 x buf_4, 8 x edfxtp_1"
  lay_top_count: "dfrtp_1"
  final_util: 0.191
  syn2layout_area_growth_pct: 34.5
  stdcell_count: 201
  drive_gt1_frac: 0.225
synth:
  ys.flops: 25
  synth_area_um2: 1020
  ys_types: 28
  yosysWarningCount: 1
  largest_area_cell: "dfrtp_1"
  syn_area_per_cell_um2: 12.8
  postSynthSeqShare: 0.649
  top_area_frac: 0.343
  ys_area_um2: 1020
  synth_stat.cells: 80
  top_cells_by_area: "dfrtp_1 34%, edfxtp_1 24%, dfstp_2 5.1%"
  synthCells: 80
place:
  place_congestion: 0.792
  post-place-ws_ps: 74.8
  placed_cells: 191
  hpwl_um: 1160
  port-buffer-count: 7
outcome:
  status: "completed"
power_and_ir_drop:
  power_density_nw_per_um2: 1190
  irDropWorstVdd_mv: 0.339
  power.leakage_nw: 0.584
  fin_total_pwr_mw: 1.64
clocking:
  cts_tree: "built"
  path_clk_slew_ps: 80
  holdBufCountCts: 0
  clock-sinks: 25
min_path:
  hold_path_class: "flop to asynchronous set/reset pin"
run:
  cap_violations: 0
  log.warning_count: 26
-- cell usage after synthesis --
master	instances
nand2_1	4
and3_1	1
buf_2	1
a21oi_1	3
nor2_1	6
o31ai_1	1
ha_1	2
conb_1	2
xor2_1	4
nand4b_1	1
nand4_1	2
clkbuf_1	1
nor2b_1	2
or2_2	1
o21ai_0	3
edfxtp_1	8
xnor2_1	6
or4_1	1
dfxtp_1	1
mux2i_1	1
inv_1	3
nand3_1	5
and4_1	1
dfrtp_1	14
dfstp_2	2
nand4b_4	1
o21ba_2	1
or3_1	2
-- sequential cells by signal, summed over array words and instances (netlist names) --
signal and flops:
z80_rst_n 1, z80_rst2 1, init_in_progress 1, rom_rst_n 1
z80_busrq_n 1, poweron_rst_cnt 9, z80_halted 2, rz_rst_cnt 9
-- worst paths after layout --
| path | start | end | slack, ps |
|---|---|---|---|
| max | init_in_progress$_DFFE_PN1P_ | init_in_progress | 70 |
| min | poweron_rst_cnt[8]$_SDFF_PP1_ | rz_rst_cnt[5]$_DFFE_PN0P_ | 220 |
| max reg2reg | rz_rst_cnt[0]$_DFFE_PN0P_ | rz_rst_cnt[6]$_DFFE_PN0P_ | 90 |
| min reg2reg | poweron_rst_cnt[8]$_SDFF_PP1_ | rz_rst_cnt[5]$_DFFE_PN0P_ | 220 |
| max in group asynchronous | rz_rst_cnt[8]$_DFF_PN0_ | init_in_progress$_DFFE_PN1P_ | 840 |
| max in group clk1 | z80_rst2$_DFF_PN0_ | z80_rst_n$_DFF_PN0_ | 840 |
| min in group clk0 | z80_halted[0]$_DFF_PN0_ | z80_halted[1]$_DFF_PN0_ | 350 |
| min in group clk1 | z80_rst2$_DFF_PN0_ | z80_rst_n$_DFF_PN0_ | 350 |
-- tightest hold or removal path, delay by kind of cell, from the launching register on --
| kind | cells | cell delay (ps) |
|---|---|---|
| DFF | 1 | 330 |
| buffers and inverters | 2 | 230 |
-- layer usage --
layer,global-route usage,vias up
li1,-,317
met1,0.0435,303
met2,0.0415,12
met3,0.00856,2
met4,0.00967,0
met5,0,-
-- final cells by class --
type / count / area, um2
inverters: 3 / 11.3
multi-input cells: 50 / 339
well taps: 99 / 124
fillers: 791 / 5840
repair buffers: 16 / 135
clock buffers: 8 / 100
flip-flops and latches: 25 / 666
-- power breakdown --
group	switching, mW	total [mW]	leakage (nW)	internal [mW]
Combinational	0.0224	0.0538	0.226	0.0314
Sequential	0.00930	0.834	0.306	0.825
Clock	0.272	0.751	0.0515	0.478
-- metrics by stage --
stage,hold WS (ps),area (um2)
detailed placement,181,1260
finish,223,1380
global route,245,1380
global placement,168,1260
CTS,186,1370
floorplan,71.9,1030
-- logic make-up after synthesis --
logic type      after synthesis  synth area share
compound gates                8            0.0465
xor+xnor                     10            0.0857
fa+ha+maj                     2            0.0245
buf+inv                       5            0.0196
flops                        25             0.649
mux                           1           0.00979
other cells                   2           0.00735
simple gates                 27             0.158
-- repair_timing --
action | 4_1_cts | 5_1_grt
buffers inserted | 1 | 1
endpoints found under the setup margin | 4 | 1
gates resized | 5 | 1
Power figures rest on the tool's default switching activity, not on a simulated workload.
